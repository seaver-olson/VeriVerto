==> design/flow/config.mk <==
export PLATFORM = sky130hd
export DESIGN_NAME = pcUnit
export DESIGN_NICKNAME = pcUnit
export VERILOG_FILES = /design/flow/design.v
export SDC_FILE = /design/flow/constraint.sdc
export NUM_CORES = 4
export LEC_CHECK = 1
export CORE_UTILIZATION = 40
==> design/flow/constraint.sdc <==
current_design pcUnit

set clk_period 8.3
set clk_io_pct 0.2

create_clock -name clk0 -period $clk_period [get_ports {clk}]

set non_clock_inputs [all_inputs -no_clocks]
set_input_delay [expr $clk_period * $clk_io_pct] -clock clk0 $non_clock_inputs
set_output_delay [expr $clk_period * $clk_io_pct] -clock clk0 [all_outputs]
==> design/flow/design.v <==
module pcUnit(
    input wire clk,
    input wire rst,
    input wire branch,
    input wire zero,
    input wire jump,  
    input wire [31:0] jumpDest,  
    input wire [31:0] branchDest,  
    input wire [31:0] jumpBase,  
    input wire jalrFlag,
    input wire PCWrite,
    output reg [31:0] pc
);  
    wire [31:0] pcPlus4;
    wire [31:0] pcNext;
    wire branchSelect;
    wire [31:0] jalrTarget; 
    assign pcPlus4 = pc+4;
    assign branchSelect = branch & zero;  
    assign jalrTarget = (jumpBase + branchDest) & ~32'h1;
    assign pcNext = jalrFlag   ? jalrTarget :
                    jump       ? jumpDest   :
                    branchSelect ? (pc + branchDest) :
                    pcPlus4;
    always @(posedge clk or posedge rst) begin
        if (rst) begin
            pc <= 0;
        end else if (PCWrite) begin
            pc <= pcNext;
        end
    end
endmodule
==> design/flow/run.sh <==
#!/bin/bash
# OpenROAD 26Q1-2900-gdf79404cd8, Yosys 0.63+post, stock flow scripts
make -C /OpenROAD-flow-scripts/flow DESIGN_CONFIG=/design/flow/config.mk WORK_HOME=/design/flow/orfs finish
==> metrics.cfg <==
[worst_setup_path]
cpPeakStageDelay_ns=0.73
r2r_end=pc[24]
end_kind=register
timing.rr.start=pc[0]
worst-path-buf-inv=1
worstSetupStartpointType=input pin
path_max_fanout=4
critPathKind=input pin to register
cp_slowest_cell=nor4b_1
required_ns=8.54
worst_ep_arrival_time_ns=5.06
cp_cell_sequence=clkdlybuf4s50_1, ha_1, nor2b_1, o311ai_2, o2111ai_2, o211ai_1, nand4_1, nand3_1, nor4b_1, a221o_1
cp_num_cells=10
startpoint=branchDest[2]
reg2reg_depth=11
regToRegSetupSlack_ns=5.07
cp_top_family=AND-OR/OR-AND gates

[route]
routed_via_density=6.27
drc_errors=0
wl_per_cell_um=21.5
drt.antenna.violating_nets=0
drtIter0Drc=709
antennaDiodeCount=0
drt-total-wl_mm=24.3
drt_pass1_iterations=7
vias=7093

[cells_and_area]
drive_above_1_share_pct=3.70
n_fill_cell=1378
mostFrequentLayoutCell=clkdlybuf4s50_1
reg.largest.list=pc: 32 flops
final_cell_mix=clkdlybuf4s50_1, a21oi_1, nand2_1, nor2_1, ha_1
area_delta_synth_final_pct=27.0
top_register=pc
final-comb-area_mm2=0.00491
finalInstanceArea_mm2=0.00762
largest_reg_flops=32
seqCellArea_um2=801

[place]
dp_hpwl_mm=18.9
post_dp_cell_area_mm2=0.00747
pre_cts_ws_ns=3.29
port_buffers=134
gp_congestion=0.979

[floorplanning]
die_h_um=124
die_w_um=124
ios=135
rows=44
die_area_mm2=0.0155
initCoreUtil_pct=41.1
coreArea_mm2=0.0146

[global_routing]
grt_first_pass_wirelength_mm=37.4
grt-ovfl-total=0
grt_usage_pct=31.3
first_global_vias=6523
grt_antenna_before_repair=0
grt_max_degree=40

[synthesis]
synth_top_flop_cell=dfrtp_1
syn_inst=838
top_area_share_pct=13.4
ys_top_cells_by_area=dfrtp_1, ha_1, a21oi_1
syn_area_mm2=0.00600
ys_chip_area_mm2=0.00600
synth.avg_cell_area_um2=7.16
yosys.area.top_type=dfrtp_1
ys_cells=838
synth-async-reset-ratio_pct=100
synth_seq_share_pct=13.4
edf_count=0
synth_flops=32
yosys_warnings=1
ys_types=74

[clock_network]
tritoncts=built
path_clk_slew_ns=0.06
clkLatencyLatePin_ns=0.30
cts-root-buf=clkbuf_16
post_cts_resized=0
numCtsBuffers=5
cts_sinks=32
h-tree-depth=2
clock_path_buffers=2
cts_setup_buffers=0
cts_hold_buffers=0

[final_timing]
fin_ws_ns=3.47
tightest_slew_ns=0.899
fin_crit_sh_pct=58.1
finalSetupViolations=0
max_freq_mhz=207
whs_ns=0.584
finClkSkew_ns=0.00713
rsz0062_at_grt=false
period_needed_ns=4.83
setup_tns_ns=0
slew_viol_final=0
slew_headroom_pct=39.2
finalHoldViolations=0

[pwr]
p_leak_nw=3.09
p_per_area_mw_per_mm2=152
peakVddDrop_uv=78.6

[min_path]
min_delay_path_depth=1
min_from=pc[1]
hold_path_class=register to register
min_to=pc[1]

[flow_run]
cap_viol_max_count=0
warning_count=25

[status]
outcome=completed

[cell usage after synthesis, drive strengths merged, types with 18 or more instances]
| cell type | count |
|---|---|
| nor2 | 70 |
| nand3 | 33 |
| nor3 | 19 |
| xor2 | 29 |
| a31oi | 18 |
| inv | 33 |
| dfrtp | 32 |
| ha | 62 |
| a21o | 31 |
| o211ai | 23 |
| o21ai | 62 |
| a21oi | 98 |
| nand4 | 24 |
| xnor2 | 36 |
| clkbuf | 33 |
| nand2 | 71 |
[stage by stage]
| stage | util, % | instances | power (W) |
|---|---|---|---|
| floorplan | - | 838 | 0.000679 |
| detailed placement | 51.2 | 1123 | 0.000940 |
| global placement | 51.2 | 1123 | 0.000941 |
| finish | 52.2 | 1131 | 0.00116 |
| CTS | 52.2 | 1131 | 0.00115 |
| global route | 52.2 | 1131 | 0.00124 |
[worst max path at each step]
stage / end
4_1_cts: pc[24]
5_1_grt: pc[28]
6_report: pc[28]
[cells by family after synthesis]
logic type / synth area share, %
AND/OR/NAND/NOR: 22.1
buffers and inverters: 4.84
multiplexers: 1.04
AND-OR/OR-AND: 35.6
flip-flops: 13.4
XOR/XNOR: 9.49
adder cells (fa/ha/maj): 13.6
[power by group]
part,total (W),internal [W],switching [W]
Clock,0.000203,0.000119,0.0000848
Sequential,0.000250,0.000184,0.0000659
Combinational,0.000708,0.000325,0.000383
Total,0.00116,0.000627,0.000534
[layout make-up]
class                   instances  share of cell area [%]
clock buffers                   6                    1.82
clock inverters                 2                   0.131
inverters                      33                    1.63
multi-input cells             731                    64.4
flip-flops and latches         32                    10.5
well taps                     184                    3.02
repair buffers                143                    18.5
[worst register-to-register path, cell delays in order, from the launching register on]
cell and delay [ns]:
dfrtp_1 0.38, ha_1 0.22, inv_1 0.06, fa_1 0.37
nand2b_1 0.19, a21oi_1 0.25, o21ba_2 0.20, o21ai_1 0.13
a211oi_2 0.60, and4_1 0.29, o21ai_0 0.09, a221o_1 0.34
[layer usage]
| metal | vias to the layer above | track usage, % | wire length (um) |
|---|---|---|---|
| met3 | 23 | 6.39 | 2120 |
| met4 | 0 | 4.39 | 367 |
| met5 | - | 0 | 0 |
| met1 | 3352 | 50.1 | 11800 |
| li1 | 3393 | - | - |
| met2 | 325 | 44.3 | 9950 |
Power is estimated from default activity; no workload was simulated.
