==> design/flow/design.v <==
module immgen(
    input wire [31:0] IF_ID_INSTRUCTION,
    output wire [31:0] immgenOut
);
    wire [6:0] opcode = IF_ID_INSTRUCTION[6:0];
    localparam [6:0] I_TYPE = 7'b0010011;
    localparam [6:0] JALR = 7'b1100111;
    localparam [6:0] LOAD = 7'b0000011;
    wire [31:0] iImm = {{20{IF_ID_INSTRUCTION[31]}}, IF_ID_INSTRUCTION[31:20]};
    localparam [6:0] STORE = 7'b0100011;
    wire [31:0] sImm = {{20{IF_ID_INSTRUCTION[31]}}, IF_ID_INSTRUCTION[31:25], IF_ID_INSTRUCTION[11:7]};
    localparam [6:0] BRANCH = 7'b1100011;
    wire [31:0] bImm = {{19{IF_ID_INSTRUCTION[31]}}, IF_ID_INSTRUCTION[31], IF_ID_INSTRUCTION[7],
                        IF_ID_INSTRUCTION[30:25], IF_ID_INSTRUCTION[11:8], 1'b0};
    localparam [6:0] LUI = 7'b0110111;
    localparam [6:0] AUIPC = 7'b0010111;
    wire [31:0] uImm = {IF_ID_INSTRUCTION[31:12], 12'b0};   
    localparam [6:0] J_TYPE = 7'b1101111;
    wire [31:0] jImm = {{11{IF_ID_INSTRUCTION[31]}}, IF_ID_INSTRUCTION[31], IF_ID_INSTRUCTION[19:12],IF_ID_INSTRUCTION[20], IF_ID_INSTRUCTION[30:21], 1'b0};
    assign immgenOut = (opcode == LOAD || opcode == I_TYPE || opcode == JALR) ? iImm :
                       (opcode == STORE)  ? sImm :
                       (opcode == BRANCH) ? bImm :
                       (opcode == LUI || opcode == AUIPC) ? uImm :
                       (opcode == J_TYPE) ? jImm :
                       32'h00;
endmodule
==> design/flow/run.sh <==
#!/bin/bash
# OpenROAD 26Q1-2900-gdf79404cd8, Yosys 0.63+post, stock flow scripts
make -C /OpenROAD-flow-scripts/flow DESIGN_CONFIG=/design/flow/config.mk WORK_HOME=/design/flow/orfs finish
==> design/flow/config.mk <==
export PLATFORM = sky130hd
export DESIGN_NAME = immgen
export DESIGN_NICKNAME = immgen
export VERILOG_FILES = /design/flow/design.v
export SDC_FILE = /design/flow/constraint.sdc
export NUM_CORES = 4
export LEC_CHECK = 1
export CORE_AREA = 10 10 70 70
export DIE_AREA = 0 0 80 80
==> design/flow/constraint.sdc <==
current_design immgen

set clk_period 3.5
set clk_io_pct 0.2

create_clock -name clk0 -period $clk_period

set non_clock_inputs [all_inputs -no_clocks]
set_input_delay [expr $clk_period * $clk_io_pct] -clock clk0 $non_clock_inputs
set_output_delay [expr $clk_period * $clk_io_pct] -clock clk0 [all_outputs]
==> flow_metrics.py <==
# Auto-generated metrics
metrics = {
    "run_status": {
        "status": "complete, no violations",
    },
    "yosys": {
        "mux_area_share_pct": 2.020,
        "synth_cell_types": 32,
        "ys_cells": 66,
        "ys_top_logic_family": "AND-OR/OR-AND gates",
        "ys_area_um2": 495.5,
        "xor_area_share_pct": 0,
        "area_leaders": "a21o_1 (29%), and2_1 (7.6%), a22o_1 (7.1%)",
        "top_cell_area_share_pct": 28.79,
        "netlist_area_um2": 495.5,
        "syn_avg_cell_area_um2": 7.507,
        "ys_sh_simple_pct": 33.33,
        "synthAdderAreaFrac_pct": 0,
        "aoi_share_pct": 55.81,
        "top_area_cell": "a21o_1",
        "ys_seq_share_pct": 0,
        "synth_warnings": 0,
        "synthCells": 66,
    },
    "power": {
        "power-per-cell-area_nw_per_um2": 69.79,
        "p_leak_nw": 0.5741,
        "ir_worst_vdd_mv": 0.03184,
        "power_mw": 0.08313,
    },
    "worst_hold_path": {
        "worstHoldPathCells": 3,
        "hold_class": "in -> out",
    },
    "grt": {
        "grt_pass1_wl_um": 3815,
        "grt_max_degree": 12,
        "grt_pass1_vias": 792,
        "antenna_found_initial": 0,
        "overflow": 0,
        "grt.total_usage_pct": 7.135,
    },
    "routing": {
        "post_drt_wl_per_cell_um": 14.00,
        "routed_wl_um": 2478,
        "postRouteAntennaNets": 0,
        "vias": 756,
        "drtIter0Drc": 21,
        "first_pass_iters": 4,
        "diodes": 0,
        "viasPerCell": 4.271,
        "drc": 0,
    },
    "critical_path": {
        "startpoint": "IF_ID_INSTRUCTION[3]",
        "crit_end": "immgenOut[20]",
        "worstPathCellList": "clkdlybuf4s50_1 > nor3b_1 > and2b_1 > a21o_2 > clkdlybuf4s50_1",
        "crit_slowest_cell": "clkdlybuf4s50_1",
        "worstPathMaxFanout": 11,
        "cpPeakStageDelay_ps": 510,
        "critPathKind": "in -> out",
        "cp.required_ps": 2800,
        "critPathMostFrequentCell": "clkdlybuf4s50_1",
        "worst_ep_arrival_time_ps": 2570,
        "startpoint_type": "input pin",
        "cp-end-kind": "primary output",
    },
    "timing": {
        "setup_tns_ps": 0,
        "setup_viol": 0,
        "drv_slew": 0,
        "fin_crit_ps": 3269,
        "fin_ws_ps": 231.3,
        "slew-limit-headroom_pct": 75.73,
        "rsz0062_at_grt": "no",
        "finalCritPeriodShare_pct": 93.39,
        "worst_pin_slew_ps": 364.1,
        "max_freq_mhz": 305.9,
        "hold_viol": 0,
    },
    "cells_and_area": {
        "flop_area_um2": 0,
        "fillers": 366,
        "clkbuf_count": 0,
        "design.seq.count": 0,
        "mostFrequentLayoutCell": "clkdlybuf4s50_1",
        "final_cell_mix": "clkdlybuf4s50_1 (64), a21o_1 (19), and2_1 (6), buf_4 (5), a22o_1 (4)",
        "fin_area_um2": 1191,
        "logic_area_um2": 451.7,
        "drive_above_1_share_pct": 12.98,
        "syn2layout_area_growth_pct": 140.4,
    },
    "floorplan": {
        "chipHeight_um": 80,
        "rows": 21,
        "die_x_um": 80,
        "num_io_pins": 64,
        "core_area_um2": 3416,
        "fp_util_pct": 14.51,
        "dieArea_um2": 6400,
    },
    "run": {
        "maxCapViolations": 0,
        "warnings": 32,
    },
    "placed_design": {
        "io_buffers": 64,
        "placedInstanceArea_um2": 1191,
        "pre_cts_ws_ps": 225.9,
        "dp_hpwl_um": 2212,
        "place.gp.congestion": 0.8021,
    },
    "cts": {
        "cts_setup_buffers": 0,
        "ctsHoldBuffers": 0,
        "cts_resized": 0,
    },
}
Yosys cell counts:
master / number
and2b_2: 1
nand3_1: 2
o21ai_2: 1
nor3b_1: 1
nor2_2: 2
a31oi_1: 1
a32o_1: 1
and2_1: 6
a211oi_1: 1
nor3_2: 1
and2b_1: 1
nor4b_4: 1
and3_2: 1
a22o_1: 4
o31ai_1: 1
mux2i_1: 1
nand2_1: 3
a21o_1: 19
buf_4: 1
buf_6: 1
nor2_1: 2
nor2b_1: 1
a21o_2: 1
o21ai_0: 1
inv_1: 1
clkbuf_8: 1
a21oi_1: 2
o32ai_1: 1
and2_4: 1
nand4_1: 1
clkbuf_4: 1
a21oi_2: 3
worst max-delay path: cells and delay by family:
| kind | cells | cell delay (ps) |
|---|---|---|
| AND/OR/NAND/NOR | 2 | 700 |
| buffers and inverters | 2 | 980 |
| AND-OR/OR-AND | 1 | 190 |
through the flow:
stage                     instances  utilization [%]  hold WS (ps)
after global placement          177            34.87          2362
final                           177            34.87          2354
after CTS                       177            34.87          2367
after detailed placement        177            34.87          2360
after floorplan                  66                -          1463
after global routing            177            34.87          2378
final cells by class:
type,count,share of cell area (%)
tap,46,4.832
inverter,1,0.3151
timing repair buffer,69,56.93
multi-input combinational,61,37.92
routing by layer:
| layer | part of all wire, % | track usage [%] | wire [um] |
|---|---|---|---|
| met4 | 0 | 0 | 0 |
| met3 | 16 | 4.318 | 402 |
| met5 | 0 | 0 | 0 |
| met2 | 46 | 11.80 | 1130 |
| met1 | 38 | 8.174 | 946 |
how the worst min path moves through the flow:
stage,startpoint,endpoint,slack [ps]
after CTS,IF_ID_INSTRUCTION[17],immgenOut[17],2370
after global routing,IF_ID_INSTRUCTION[30],immgenOut[10],2380
final,IF_ID_INSTRUCTION[17],immgenOut[17],2350
cell families (layout without fill, tap and decap cells):
logic type | after synthesis | in the layout
mux | 1 | 1
simple gates | 24 | 24
buf+inv | 5 | 70
compound gates | 36 | 36
power by group:
| group | total (mW) | leakage (nW) | internal, mW | switching, mW |
|---|---|---|---|---|
| registers | 0 | 0 | 0 | 0 |
| logic | 0.0831 | 0.574 | 0.0561 | 0.0270 |
| clock network | 0 | 0 | 0 | 0 |
No activity file was given, so power comes from the tool's default toggle rates.
