`design.v`:
```
module alu32(
    input wire [31:0] a,
    input wire [31:0] b,
    input wire [3:0] op,
    output wire [31:0] result,
    output wire zero,
    output wire cout
);
    wire [31:0] carry;
    wire [31:0] resHold;
    wire [31:0] shiftHold;
    wire [31:0] b_in;
    wire [1:0] shiftctrl;
    wire slt;
    assign shiftctrl = (op == 4'b1000) ? 2'b00 :  
                       (op == 4'b1001) ? 2'b01 :  
                       (op == 4'b1010) ? 2'b10 :  
                       2'b00;
    assign b_in = (op == 4'b0110 || op == 4'b0111) ? ~b : b;
    barrelShifter bs(
        .dataIn(a),
        .shamt(b[4:0]),
        .ctrl(shiftctrl),
        .dataOut(shiftHold)
    );
    oneBit aluBit0(
                    .a(a[0]), 
                    .b(b_in[0]),
                    .cin((op == 4'b0110 || op == 4'b0111) ? 1'b1 : 1'b0),
                    .op(op),
                    .result(resHold[0]),
                    .cout(carry[0])
    );
    genvar i;
    generate 
        for (i = 1; i <32; i = i+1) begin
            oneBit aluBit0( .a(a[i]), 
                            .b(b_in[i]),
                            .cin(carry[i-1]),
                            .op(op),
                            .result(resHold[i]),
                            .cout(carry[i])
            );
        end
    endgenerate
    assign slt = resHold[31] ^ (carry[30] ^ carry[31]);
    assign result = (op == 4'b0111) ? {31'b0, slt} : 
                    (op == 4'b1000 || op == 4'b1010 || op == 4'b1001) ? shiftHold :
                    resHold;
    assign zero = (result == 32'h00);
    assign cout = carry[31];
endmodule
module barrelShifter(
    input  wire [31:0] dataIn,
    input  wire [4:0]  shamt,
    input  wire [1:0]  ctrl,  
    output reg  [31:0] dataOut
);
    reg [31:0] stage0, stage1, stage2, stage3, stage4;
    always @(*) begin
        case (ctrl)
            2'b00: begin  
                stage0 = shamt[0] ? (dataIn << 1)  : dataIn;
                stage1 = shamt[1] ? (stage0 << 2)  : stage0;
                stage2 = shamt[2] ? (stage1 << 4)  : stage1;
                stage3 = shamt[3] ? (stage2 << 8)  : stage2;
                stage4 = shamt[4] ? (stage3 << 16) : stage3;
            end
            2'b01: begin  
                stage0 = shamt[0] ? (dataIn >> 1)  : dataIn;
                stage1 = shamt[1] ? (stage0 >> 2)  : stage0;
                stage2 = shamt[2] ? (stage1 >> 4)  : stage1;
                stage3 = shamt[3] ? (stage2 >> 8)  : stage2;
                stage4 = shamt[4] ? (stage3 >> 16) : stage3;
            end
            2'b10: begin  
                stage0 = shamt[0] ? ($signed(dataIn) >>> 1)  : $signed(dataIn);
                stage1 = shamt[1] ? ($signed(stage0) >>> 2)  : $signed(stage0);
                stage2 = shamt[2] ? ($signed(stage1) >>> 4)  : $signed(stage1);
                stage3 = shamt[3] ? ($signed(stage2) >>> 8)  : $signed(stage2);
                stage4 = shamt[4] ? ($signed(stage3) >>> 16) : $signed(stage3);
            end
            default: stage4 = 32'b0;
        endcase
        dataOut = stage4;
    end
endmodule
module oneBit(
    input wire a,
    input wire b,
    input wire cin,
    input [3:0] op,
    output wire result,
    output wire cout
);
    wire sum;
    assign sum = a ^ b ^ cin;
    assign result = (op == 4'b0000) ? a & b : 
                    (op == 4'b0001) ? a | b :
                    (op == 4'b0100) ? a ^ b :
                    (op == 4'b0010 || op == 4'b0110 || op == 4'b0111) ? sum :
                    1'b0;
    assign cout = (a & b) | (b & cin) | (a & cin);
endmodule
```
`config.mk`:
```
export PLATFORM = sky130hd
export DESIGN_NAME = alu32
export DESIGN_NICKNAME = alu32
export VERILOG_FILES = /design/flow/design.v
export SDC_FILE = /design/flow/constraint.sdc
export NUM_CORES = 4
export LEC_CHECK = 1
export CORE_UTILIZATION = 50
```
`run.sh`:
```
#!/bin/bash
# OpenROAD 26Q1-2900-gdf79404cd8, Yosys 0.63+post, stock flow scripts
make -C /OpenROAD-flow-scripts/flow DESIGN_CONFIG=/design/flow/config.mk WORK_HOME=/design/flow/orfs finish
```
`constraint.sdc`:
```
current_design alu32

set clk_period 14.0
set clk_io_pct 0.2

create_clock -name clk0 -period $clk_period

set non_clock_inputs [all_inputs -no_clocks]
set_input_delay [expr $clk_period * $clk_io_pct] -clock clk0 $non_clock_inputs
set_output_delay [expr $clk_period * $clk_io_pct] -clock clk0 [all_outputs]
```
==> results.txt <==
Flow results follow.

Among logic cells in the layout, the one with the most instances is buf_4. The floorplan step records an initial core utilization of 0.518. The final setup violation count is 16. In the final timing run, aggregate negative setup slack is -51830 ps. The max-cap check violation count is 0. The combined global-route utilization of all metal layers is 0.505. In the finished design the tool counted flip-flops and latches totalling 0. The area of the core region is 0.0146 sq mm. The final worst-path setup slack is -5680 ps.

The synthesis area per yosys is 0.00758 sq mm. The power density normalized to cell area is 45.4 mW/mm^2. After layout, the minimum clock period comes to 19680 ps. The synthesized netlist handed to floorplanning was reported with a cell count of 928. The total leakage power is 0.00386 uW.

The post-route non-filler standard cell count is 1232. The critical setup path kind is primary input to output pin. The overflow left after global routing is 0. The count of nets left with antenna violations once routing finished came out at 0. The initial antenna violation count is 0. The synthesis report lists the Yosys warning total as 1.

The final critical-path share of the clock period is 1.41. The final reports fail on negative setup slack. The stage delay of the slowest cell on the critical path is 490 ps. The growth of design area from synthesis to finish is 25.0%. STA classifies the critical path startpoint as a primary input. The data arrival time at the worst-slack endpoint is 16880 ps. In the global route stage, met1 resource usage came out at 0.646.

The number of top-level pins is 102. The quantity of hold-fixing buffers added after cts is 0. The wire length per cell after detailed routing is 30.6 um. The count of pins over their slew limit is 0. The transition time recorded at the tightest slew-check pin is 818 ps. Global routing put the most usage on met2. The register cell area after layout is 0 sq um.

Per the synthesis report, the adder-cell share of the synthesized area is 0.185. Per STA, the startpoint of the critical path is op[3]. The sequential area share after synthesis is 0.

The vertical die dimension reported for this design is 125 um. The number of remaining DRC errors is 0. In this run the VDD rail shows a maximum IR drop of 0.0338 mV. The placed instances occupy a cell area of 0.00932 sq mm. The worst hold-check path type is primary input to output pin. The portion of synthesized area spent on multiplexers is 0.282.

In the Yosys stats the netlist draws on 75 distinct library cells. Of the total synthesized cell area, the portion taken by AND-OR and OR-AND cells is 0.254. The flow ran to the end, but the final reports show violations.

The mapped netlist covers 0.00758 sq mm. The global routing met3 resource utilization is 0.228. STA lists the maximum fanout along the critical path as 2.

The critical path endpoint has a required time of 11200 ps. The number of cells in Yosys stat is 928. Once layout is done, the placed cells without fillers occupy 0.00948 sq mm. The cell-mix breakdown from Yosys lists the XOR/XNOR area share as 0.0393. Setup repair after global routing could not meet its margin everywhere. The cell occurring most often along the worst timing path is fa_2. Setup slack on the worst path after placement came out at -6540 ps. Summed over all nets, the half-perimeter wirelength after detailed placement is 28700 um.

The layout has 1111 filler cells. Averaged over all synthesized cells, the footprint is 8.17 sq um. The capture point of the worst path is zero. The routed layout has 9161 vias. The floorplan has 44 rows. STA classifies the critical path endpoint as an output pin.

The final design utilization is 0.647. The standard cell with the maximum stage delay on the critical path is or4_4. The relative slew slack is 0.452. The flow reports an fmax of 0.0508 GHz.

The cell-mix breakdown from Yosys lists the simple-gate area share as 0.152. The first global-routing pass estimated 56400 um of wire. The area enclosed by the die boundary is 0.0157 sq mm. The largest net degree at the start of global routing is 52. The repair_antennas step left the layout with diodes totalling 0. Counting tap cells, the placed design contains a total of 1227 instances. After layout, the clock buffer instance count stands at 0.

The area taken by multi-input logic gates is 0.00719 sq mm. Per the log, the first TritonRoute iteration ended with a DRC count of 1111. The tool warning count for the run is 67. Hold-check failures listed in the final report amount to 0. The total wire length is 37700 um. The largest non-sequential cell family by area is multiplexers.

The met2 usage in global routing is 0.722. The width of the die is 125 um. The ratio of cells with drive above 1 in the final layout is 0.264.

The detailed-router iteration count before antenna repair is 8. The final weighted congestion recorded by global placement is 1.13. In the layout the commonest cells are 101 x buf_4, 83 x clkdlybuf4s50_1, 72 x inv_1. In the routed layout, each cell is associated on average with a via count of 7.44. The count of buffers added on input and output ports is 102. The via count of the first global-routing pass is 9027.
## how the worst min path moves through the flow
| stage | from | end | slack [ps] | cells past startpoint |
|---|---|---|---|---|
| after CTS | op[3] | result[19] | 6510 | 6 |
| after global routing | op[3] | result[0] | 6570 | 5 |
| final | op[3] | result[0] | 6540 | 5 |
## repair_timing
item                                    in CTS  in global routing
resized                                     77                  5
pin swaps                                   62                 36
buffers inserted                            12                  4
cloned                                       0                  0
endpoints found under the setup margin      18                 19
## where the power goes
part / total [uW] / leakage, uW / switching, uW / internal (uW)
logic: 430 / 0.00386 / 236 / 194
clock network: 0 / 0 / 0 / 0
registers: 0 / 0 / 0 / 0
## metrics by stage
stage / hold WS, ps / total power [uW]
global route: 6570 / 454
floorplan: 5870 / 223
detailed placement: 6840 / 400
CTS: 6510 / 415
global placement: 6840 / 393
finish: 6540 / 430
## cell usage after synthesis, drive strengths merged, types with 6 or more instances
library cell,count,area [sq um]
a221oi,15,131
a22oi,17,128
a221o,6,60.1
o211ai,11,82.6
mux4,63,1440
xnor2,32,280
buf,35,199
o31ai,6,45.0
a21o,8,60.1
mux2i,40,400
a2bb2oi,6,58.8
o2111ai,6,52.6
nand4,7,43.8
clkbuf,50,188
fa,30,601
nand3,22,110
mux2,26,293
nor2b,10,62.6
nand2b,15,93.8
ha,64,801
nand2,64,240
and3,12,75.1
nor3,18,90.1
o21ai,56,280
a21oi,57,285
o21a,7,52.6
a31oi,10,62.6
inv,74,278
nor2,50,188
nor4,8,56.3
a211oi,17,128
## layout make-up
type	instances	area share
timing repair buffer	205	0.186
multi-input combinational	766	0.759
tap	184	0.0243
inverter	77	0.0305
## kinds of logic (layout without fill, tap and decap cells)
kind of cell / Yosys count / in the layout
compound gates: 279 / 279
simple gates: 230 / 230
xor+xnor: 34 / 34
buf+inv: 162 / 282
mux: 129 / 129
fa+ha+maj: 94 / 94
## critical path, delay by kind of cell
kind                       cells  cell delay [ps]
AOI/OAI and AO/OA              6              880
xor gates and xnor gates       1              200
adders and majority gates     31            11610
buffers and inverters          3              290
and+or+nand+nor                4             1070
## layer usage
| layer | vias to the layer above | part of all wire |
|---|---|---|
| li1 | 3775 | - |
| met1 | 4393 | 0.36 |
| met2 | 816 | 0.42 |
| met3 | 175 | 0.15 |
| met4 | 2 | 0.075 |
| met5 | - | 0.00088 |
Power and IR drop assume default switching activity.
